## /design/flow/design.v

```verilog
module CSA4(
    input [191:0] a,  
    input [191:0] b,  
    input [191:0] c,  
    input [191:0] d,  
    output [191:0] ps,  
    output [191:0] sc   
);
    wire [191:0] ps1, sc1;  
    genvar i;
    generate
        for (i = 0; i < 192; i = i + 1) begin : csa1
            assign ps1[i] = a[i] ^ b[i] ^ c[i];  
            assign sc1[i] = ((a[i] & b[i]) | (a[i] & c[i]) | (b[i] & c[i])) << 1;  
        end
    endgenerate
    generate
        for (i = 0; i < 192; i = i + 1) begin : csa2
            assign ps[i] = ps1[i] ^ sc1[i] ^ d[i];  
            assign sc[i] = ((ps1[i] & sc1[i]) | (ps1[i] & d[i]) | (sc1[i] & d[i])) << 1;  
        end
    endgenerate
endmodule
```

## /design/flow/run.sh

```bash
#!/bin/bash
# OpenROAD 26Q1-2900-gdf79404cd8, Yosys 0.63+post, stock flow scripts
make -C /OpenROAD-flow-scripts/flow DESIGN_CONFIG=/design/flow/config.mk WORK_HOME=/design/flow/orfs finish
```

## /design/flow/config.mk

```make
export PLATFORM = sky130hd
export DESIGN_NAME = CSA4
export DESIGN_NICKNAME = CSA4
export VERILOG_FILES = /design/flow/design.v
export SDC_FILE = /design/flow/constraint.sdc
export NUM_CORES = 4
export LEC_CHECK = 1
export CORE_AREA = 10 10 442 442
export DIE_AREA = 0 0 452 452
```

## /design/flow/constraint.sdc

```tcl
current_design CSA4

set clk_period 1.0
set clk_io_pct 0.2

create_clock -name clk0 -period $clk_period

set non_clock_inputs [all_inputs -no_clocks]
set_input_delay [expr $clk_period * $clk_io_pct] -clock clk0 $non_clock_inputs
set_output_delay [expr $clk_period * $clk_io_pct] -clock clk0 [all_outputs]
```

==> flow_summary.yaml <==
# flow metrics
run_status:
  result_of_the_run: "complete, but fails checks"
  violations: "negative setup slack"
grt:
  grt_first_pass_wirelength_um: 166000
  grt_use_total: 0.136
  antenna_found_initial: 87
  grt_pass1_vias: 9490
  grt_max_degree: 2
  grt_overflow: 0
timing:
  finalSetupViolCount: 130
  hold_viol: 0
  fmax_mhz: 868
  layout_setup_ws_ns: -0.151
  rsz0062_at_grt: "yes"
  final.min_clock_period_ns: 1.15
  min_period_over_period: 1.15
  finalMaxSlewViolations: 0
  fin_worst_hold_slack_ns: 0.761
yosys:
  count_of_warnings_emitted_by_yosys: 0
  syn-instance-count: 769
  ys_cells: 769
  syn_avg_cell_area_um2: 8.44
  synth.cell_area_um2: 6490
  synth.distinct_cells: 4
  postSynthSeqShare: 0
  synth-area-yosys_um2: 6490
power:
  leakage_uw: 0.0103
  design_power_total_uw: 18000
  vdd_drop_max_mv: 0.384
  power.density_cell_area_nw_per_um2: 711
floorplanning:
  chipWidth_um: 452
  chip_area_um2: 204000
  floorplan.core_area_um2: 185000
  initial_utilization: 0.0350
  std_cell_rows: 158
  die_h_um: 452
  io_pins: 1152
routing:
  initialDrtViolationCount: 339
  drc: 0
  postRouteAntennaNets: 0
  routedWlPerCell_um: 33.8
  detailroute.via_count: 8846
  first_pass_iters: 4
  routed_via_count_divided_by_cell_count: 2.09
  detailed_route_wl_um: 143000
critical_path:
  worstPathArrival_ns: 0.95
  cp_slowest_cell: "sky130_fd_sc_hd__bufbuf_16"
  setup.worst_path.start_class: "primary input"
  cp-end-kind: "primary output"
  worst_path_dominant_cell_family: "buffers and inverters"
  worst_ep_required_time_ns: 0.80
  critPathMaxStageDelay_ns: 0.30
  path_cells: "buf_6 > xor2_1 > xnor2_1 > bufbuf_16"
  timing.setup.critical_path_class: "in2out"
  number_of_buffer_and_inverter_stages_on_the_critical_path: 2
  critPathMaxFanout: 1
placed_design:
  gp_congestion: 1.05
  place.detailed.hpwl_um: 140000
  place_area_um2: 20100
  preCtsSetupSlack_ns: -1.02
  port_buffers: 960
finish:
  final.clkbuf_count: 0
  sequential_cell_area_um2: 0
  post_route_cells_drive_above_1_share: 0.836
  layout_top_cell_excl_fill_tap: "sky130_fd_sc_hd__buf_2"
  mostFrequentLayoutCells: "sky130_fd_sc_hd__buf_2 (355), sky130_fd_sc_hd__buf_6 (267), sky130_fd_sc_hd__buf_8 (205)"
  area.growth.synth_to_final_pct: 290
  design.seq.count: 0
  fillers: 20837
  postLayoutCellArea_um2: 25300
min_path:
  worst_hold_path.num_cells: 4
  holdCritPathClass: "in2out"
  min-delay-start: "c[44]"
  timing.hold.worst_endpoint: "ps[44]"
flow_run:
  number_of_warnings_in_the_stage_logs: 34
  max-cap-violations: 0
clocking:
  post_cts.repair.setup_buffers: 0
==> synth_stat cells <==
master / count / area, µm²
sky130_fd_sc_hd__conb_1: 1 / 3.75
sky130_fd_sc_hd__xnor2_1: 384 / 3360
sky130_fd_sc_hd__buf_4: 192 / 1440
sky130_fd_sc_hd__xor2_1: 192 / 1680
==> area by class of cell <==
type	instances	area (µm²)	area share
tap	2480	3100	0.123
multi-input combinational	768	12200	0.481
antenna	22	55.1	0.00217
timing repair buffer	966	9980	0.394
==> routing by layer <==
metal	track usage	up-vias	part of all wire
met5	0	-	0.0038
met4	0.0124	80	0.013
met2	0.237	726	0.51
met1	0.130	4106	0.30
met3	0.106	164	0.17
li1	-	3770	-
==> what timing repair did <==
action / 4_1_cts / 5_1_grt
pin swaps: 576 / 250
gates resized: 4793 / 274
hold buffers: 0 / 0
hold endpoints to repair: 0 / 0
setup endpoints to repair: 192 / 183
==> through the flow <==
step	util	std cells	TNS, ns
finish	0.137	4236	-5.86
detailed placement	0.108	4316	-129.79
floorplan	-	960	0
global route	0.136	4222	-10.17
CTS	0.130	4215	-8.50
global placement	0.108	4316	-125.80
==> cells by family (layout without fill, tap and decap cells) <==
kind of cell	Yosys count	after routing	share of synthesized area
buffers and inverters	192	966	0.222
other	1	214	0.000578
XOR/XNOR	576	576	0.777
==> worst min-delay path: cells and delay by family <==
family / cells / cell delay, ns
buffers and inverters: 2 / 0.18
xor gates and xnor gates: 2 / 0.17
==> worst max-delay path by stage <==
stage | start | to | slack, ns | cells after the start
final | d[126] | ps[126] | -0.15 | 4
after global routing | d[126] | ps[126] | -0.18 | 4
after CTS | d[99] | ps[99] | -0.16 | 4
==> power breakdown <==
part / leakage, µW / internal, µW / switching, µW
logic: 0.0103 / 10300 / 7720
clock network: 0.000000139 / 0.00300 / 0
registers: 0 / 0 / 0
Power is estimated from default activity; no workload was simulated.
