## /design/flow/design.v

```verilog
module Normalize (
    input  [191:0] sum_in,
    output [63:0] norm_out
);
    wire [31:0] a, b, c, d, e, f;
    assign {a, b, c, d, e, f} = sum_in;
    assign norm_out = (e + f) + ((d + a) << 32) - ((b + c) << 32) - (a + d);
endmodule
```

## /design/flow/run.sh

```bash
#!/bin/bash
# OpenROAD 26Q1-2900-gdf79404cd8, Yosys 0.63+post, stock flow scripts
make -C /OpenROAD-flow-scripts/flow DESIGN_CONFIG=/design/flow/config.mk WORK_HOME=/design/flow/orfs finish
```

## /design/flow/config.mk

```make
export PLATFORM = sky130hd
export DESIGN_NAME = Normalize
export DESIGN_NICKNAME = Normalize
export VERILOG_FILES = /design/flow/design.v
export SDC_FILE = /design/flow/constraint.sdc
export NUM_CORES = 4
export LEC_CHECK = 1
export CORE_UTILIZATION = 30
```

## /design/flow/constraint.sdc

```tcl
current_design Normalize

set clk_period 36.1
set clk_io_pct 0.2

create_clock -name clk0 -period $clk_period

set non_clock_inputs [all_inputs -no_clocks]
set_input_delay [expr $clk_period * $clk_io_pct] -clock clk0 $non_clock_inputs
set_output_delay [expr $clk_period * $clk_io_pct] -clock clk0 [all_outputs]
```

==> GITHUB_STEP_SUMMARY <==
## Implementation flow summary

| Metric | Value |
|---|---|
| Setup WS pre-CTS | `14.22 ns` |
| First-pass GRT wire length | `46300 um` |
| Critical Path RT | `28.88 ns` |
| P&R area growth vs syn | `30.5%` |
| DRC | `0` |
| CP arrival | `14.66 ns` |
| Antenna Cells | `0` |
| Die y size | `181 um` |
| Comb power frac | `1.000` |
| Share of layout cells above drive strength 1 | `0.0188` |
| Fmax achieved | `0.0457 GHz` |
| Yosys stat area | `0.00960 mm^2` |
| Die Size | `0.0327 mm^2` |
| Setup crit end kind | `output pin` |
| Post-CTS Setup Bufs | `0` |
| Flip-flops | `0` |
| Area share, top type | `0.285` |
| CTS-repair resized insts | `0` |
| Final period utilization | `0.606` |
| CP Class | `input port to output pin` |
| Total of max-cap violations | `0` |
| Tmin final | `21.88 ns` |
| Hold-fix buffers at CTS | `0` |
| Clock buf count | `0` |
| Pin count of the biggest net entering global routing | `14` |
| Synth top area cells | `ha_1 (29%), inv_1 (9.5%), fa_1 (7.3%)` |
| Fin area | `0.0125 mm^2` |
| Crit-path max cell delay | `0.69 ns` |
| PortBufs | `256` |
| Yosys top cell by area | `ha_1` |
| DRT iter0 DRCs | `452` |
| Stage-log warning count | `32` |
| Post-DP Area | `0.0125 mm^2` |
| Final hold vios | `0` |
| Detailed placer's ending HPWL | `26800 um` |
| Final wirelength | `29600 um` |
| YS warnings | `0` |
| Total track usage | `0.180` |
| Pint | `0.000541 W` |
| CP Max Fanout | `9` |
| Psw | `0.000513 W` |
| Ports | `256` |
| Cells after synthesis | `1327` |
| Number of global-route vias before repair | `9088` |
| Post-DR vias/cell | `4.97` |
| Placement Rows | `65` |
| Critical path's slowest cell | `o41ai_1` |
| Clock group share of total power | `0` |
| FP Util | `0.304` |
| Flop area | `0 um^2` |
| Synth Area per Inst | `7.23 um^2` |
| Number of cells in Yosys stat | `1327` |
| Leakage power | `6.11 nW` |
| VDD IR max | `58.4 uV` |
| Post-synth top cells | `inv_1 (243), ha_1 (219), a21oi_1 (122)` |
| Cell with the most instances after synthesis | `inv_1` |
| Unrepaired setup endpoints after global routing | `false` |
| Setup slack after layout | `14.22 ns` |
| Max Slew Vio Count | `0` |
| Core box area | `0.0316 mm^2` |
| Hold WC Path Type | `input port to output pin` |
| CP startpoint kind | `input port` |
| Initial antenna violation count | `0` |
| Drt wl/cell | `15.2 um` |
| Vias | `9680` |
| CP top delay family | `AND-OR/OR-AND gates` |
| Post-synth seq share | `0` |
| Tightest Pin Transition | `0.761 ns` |
| Die Span X | `181 um` |
| Antenna viol nets, final | `0` |
| Total global routing overflow | `0` |
| Worst path bufs/invs | `3` |
| Min Hold Slack | `15.52 ns` |
| Relative slew slack | `0.486` |
| Setup tns final | `0 ns` |
| Sw frac | `0.486` |
| Sequential power share | `0` |
| Yosys cell types | `71` |
| Outcome | `finished clean` |
| Routability cong. | `0.974` |
| Drt first pass iters | `7` |
| Mapped cell area | `0.00960 mm^2` |
| # setup viols final | `0` |
| Power Dens Cells | `84.2 mW/mm^2` |
## cell usage in the layout, fill, tap and decap left out, types with 13 or more instances in the layout
cell | netlist | routed
clkdlybuf4s50_1 | 0 | 256
inv_1 | 243 | 243
a21o_1 | 69 | 69
nor3_1 | 22 | 22
nand2_1 | 71 | 71
nand3_1 | 22 | 22
o21ai_1 | 16 | 16
nand4_1 | 21 | 21
o21a_1 | 17 | 17
o21ai_0 | 55 | 55
xor2_1 | 37 | 37
fa_1 | 35 | 35
nand2b_1 | 14 | 14
ha_1 | 219 | 219
o21bai_1 | 28 | 28
nor2_1 | 71 | 71
xnor2_1 | 77 | 77
nor2b_1 | 13 | 13
a21oi_1 | 122 | 122
## cell type report
class	instances	area, um^2
fillers	3255	19000
inverters	243	912
multi-input cells	1047	8550
well taps	402	503
repair buffers	256	2560
## power by group through the flow
stage         combinational [W]  sequential, W  clock, W
CTS                     0.00106              0         0
global route            0.00117              0         0
finish                  0.00105              0         0
## metal layers
layer  global-route usage  routed length [um]
met5                    0                   0
met4               0.0250                 466
met3               0.0150                1420
met2                0.301               13600
met1                0.260               14100
## through the flow
step / total power [W] / instances / utilization
after floorplan: 0.000597 / 1327 / -
final: 0.00105 / 1948 / 0.397
after global placement: 0.00106 / 1948 / 0.397
after detailed placement: 0.00105 / 1948 / 0.397
after CTS: 0.00106 / 1948 / 0.397
after global routing: 0.00117 / 1948 / 0.397
## final timing paths
path,startpoint,end,depth (start not counted)
worst max-delay path,sum_in[64],norm_out[61],28
worst min-delay path,sum_in[1],norm_out[0],3
## kinds of logic after synthesis
logic type,synth area share
compound gates,0.286
xor+xnor,0.106
fa+ha+maj,0.358
buf+inv,0.110
simple gates,0.139
## worst min-delay path, cell delays in order
cell and delay [ns]:
clkdlybuf4s50_1 0.49, ha_1 0.14, clkdlybuf4s50_1 0.46
No activity file was given, so power comes from the tool's default toggle rates.
